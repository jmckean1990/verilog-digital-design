==> design/flow/design.v <==
`timescale 1ns / 1ps
module priority_encoder(
    input [7:0] y,
    output reg a, b, c, d
);
    always @(*) begin
        if(y[7] == 1) begin
            a = 1; b = 1; c = 1; d = 1;
        end
        else if(y[6] == 1) begin
            a = 1; b = 1; c = 0; d = 1;
        end
        else if(y[5] == 1) begin
            a = 1; b = 0; c = 1; d = 1;
        end
        else if(y[4] == 1) begin
            a = 1; b = 0; c = 0; d = 1;
        end
        else if(y[3] == 1) begin
            a = 0; b = 1; c = 1; d = 1;
        end
        else if(y[2] == 1) begin
            a = 0; b = 1; c = 0; d = 1;
        end
        else if(y[1] == 1) begin
            a = 0; b = 0; c = 1; d = 1;
        end
        else if(y[0] == 1) begin
            a = 0; b = 0; c = 0; d = 1;
        end
        else begin
            a = 0; b = 0; c = 0; d = 0;
        end
    end
endmodule
==> design/flow/run.sh <==
#!/bin/bash
# OpenROAD 26Q1-2900-gdf79404cd8, Yosys 0.63+post, stock flow scripts
make -C /OpenROAD-flow-scripts/flow DESIGN_CONFIG=/design/flow/config.mk WORK_HOME=/design/flow/orfs finish
==> design/flow/config.mk <==
export PLATFORM = sky130hd
export DESIGN_NAME = priority_encoder
export DESIGN_NICKNAME = priority_encoder
export VERILOG_FILES = /design/flow/design.v
export SDC_FILE = /design/flow/constraint.sdc
export NUM_CORES = 4
export LEC_CHECK = 1
export CORE_AREA = 10 10 70 70
export DIE_AREA = 0 0 80 80
==> design/flow/constraint.sdc <==
current_design priority_encoder

set clk_period 1.0
set clk_io_pct 0.2

create_clock -name clk0 -period $clk_period

set non_clock_inputs [all_inputs -no_clocks]
set_input_delay [expr $clk_period * $clk_io_pct] -clock clk0 $non_clock_inputs
set_output_delay [expr $clk_period * $clk_io_pct] -clock clk0 [all_outputs]
==> results.cfg <==
; generated from flow reports
[drt]
detail-route-antenna-nets = 0
dr.pass1.iters = 1
routed-via-count = 131
number_of_design_rule_violations_left_by_the_first_detailed_router_iteration = 0
via_per_inst = 1.85
antenna_cells = 0
postRouteWirelength_um = 423
post_drt_wl_per_cell_um = 5.96
remaining_drc_errors = 0

[timing]
postLayoutSetupSlackWorst_ps = 53.0
finalCritPeriodShare_pct = 94.7
setup_repair_after_global_routing_missed_its_margin = false
finalMaxSlewViolations = 0
period_minus_slack_ps = 947
fmax_mhz = 1060
relSlewSlack_pct = 87.2
final_hold_viol_count = 0
worst-slew-pin-transition_ps = 190
finalSetupViolCount = 0

[placement]
gp_congestion = 0.798
portBuffers = 12
dp_cells = 70
dpl-instance-area_um2 = 235
dp_worst_setup_slack_ps = -681
place_hpwl_um = 374

[hold_path]
min_delay_path_class = input pin to output port

[pwr]
p_switching_w = 0.0000251
powerDensity_nw_per_um2 = 252
power.share.switching_pct = 47.9
vdd.ir_drop.worst_mv = 0.0200
share_comb_of_total_power_pct = 100.0
share_seq_of_total_power_pct = 0
internal-power_w = 0.0000273
p_total_w = 0.0000524
leakagePower_nw = 0.0736
clkPwrFrac_pct = 0

[yosys]
ys_chip_area_um2 = 57.6
synthDistinctLibCells = 7
register_share_after_synthesis_pct = 0
synth.yosys.num_cells = 12
synth_cells = 12
synth_area_per_cell_um2 = 4.80
yosysWarningCount = 1
synth_area_um2 = 57.6

[job]
openroad.warnings = 32
drv.max_cap_violation_count = 0

[floorplan]
initial_utilization_pct = 1.68
chipWidth_um = 80
io_pins = 12
die_h_um = 80
fp-row-count = 21
design.die.area_um2 = 6400
core_area_um2 = 3420

[global_routing]
first_pass_grt_wire_length_um = 621
grt_antenna_before_repair = 0
first_global_vias = 133
grt_start_max_net_pins = 4
groute.usage.overall_pct = 1.11
globalRoute.totalOverflow = 0

[critical_path]
worst-setup-path-type = input pin to output port
worstSetupEndpointType = output port
timing.critical_path.required_ps = 800
cp_max_fo = 1
start_kind = input pin
critical_path_arrival_ps = 750

[final_layout]
postLayoutCellArea_um2 = 208
seq_area_um2 = 0
drive_above_1_share_pct = 68.0
n_clock_buffer = 0
mostFrequentLayoutCell = sky130_fd_sc_hd__buf_2
fill_count = 415
final_layout_top_logic_cells = sky130_fd_sc_hd__buf_2 (10), sky130_fd_sc_hd__nor2_2 (3), sky130_fd_sc_hd__dlygate4sd2_1 (2)
layout_cells_excl_fill = 71
area_growth_pct = 261
utilization_pct = 6.08
sequential_cell_total = 0

[status]
status = finished clean
==> worst paths after layout <==
kind  from  slack [ps]  cells after the start  to
max   y[0]          50                      4   d
min   y[5]         670                      3   b
==> synth_stat cells <==
| library cell | instances | area, µm² |
|---|---|---|
| sky130_fd_sc_hd__nor2_1 | 4 | 15.0 |
| sky130_fd_sc_hd__a21oi_1 | 2 | 10.0 |
| sky130_fd_sc_hd__o31ai_1 | 2 | 15.0 |
| sky130_fd_sc_hd__clkinv_1 | 1 | 3.75 |
| sky130_fd_sc_hd__inv_1 | 1 | 3.75 |
| sky130_fd_sc_hd__nand2_1 | 1 | 3.75 |
| sky130_fd_sc_hd__nand4_1 | 1 | 6.26 |
==> layout make-up <==
| type | count | area (µm²) | area share (%) |
|---|---|---|---|
| Timing Repair Buffer | 13 | 75.1 | 36.1 |
| Multi-Input combinational cell | 10 | 66.3 | 31.9 |
| Tap cell | 46 | 57.6 | 27.7 |
| Inverter | 2 | 8.76 | 4.22 |
==> routing by layer <==
metal / global-route usage, % / vias to the layer above / wire, µm
met3: 0.568 / 0 / 68
li1: - / 68 / -
met2: 1.93 / 8 / 189
met5: 0 / - / 0
met4: 0 / 0 / 0
met1: 1.25 / 55 / 166
==> per-stage QoR <==
step	hold slack, ps	TNS, ps
floorplan	434	0
global placement	1380	-2340
detailed placement	1390	-2400
CTS	672	0
global route	710	0
finish	670	0
==> power groups by stage <==
stage	clock network [W]	registers [W]	logic, W
after CTS	0	0	0.0000549
final	0	0	0.0000524
after global routing	0	0	0.0000591
==> logic make-up after synthesis <==
| group | count (synthesis) | share of synthesized area [%] |
|---|---|---|
| compound gates | 4 | 43.5 |
| buf+inv | 2 | 13.0 |
| simple gates | 6 | 43.5 |
==> critical path, cell delays in order <==
cell	delay (ps)
sky130_fd_sc_hd__dlygate4sd2_1	230
sky130_fd_sc_hd__nor2_1	110
sky130_fd_sc_hd__nand4_1	90
sky130_fd_sc_hd__buf_2	120
==> repair_timing <==
item | CTS | global route
hold buffers | 0 | 0
setup buffers | 1 | 0
hold endpoints to repair | 0 | 0
pin swaps | 8 | 2
gates resized | 41 | 4
setup endpoints to repair | 4 | 3
Power figures rest on the tool's default switching activity, not on a simulated workload.
