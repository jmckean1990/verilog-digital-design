**design.v**
```verilog
`timescale 1ns / 1ps
module pwm #(parameter DUTY_CYCLE = 50, MAX_CYCLES = 100)(
    input clk, rst,
    output signal
);
    localparam ST_ZERO = 0;
    localparam ST_ONE = 1;
    reg state, nextState;
    reg [31:0] count, nextCount;
    assign signal = (state == ST_ZERO) ? 0 : 1;
    always @(posedge clk or posedge rst) begin
        if(rst) begin
            state <= ST_ZERO;
            count <= 0;
        end
        else begin
            state <= nextState;
            count <= nextCount;
        end
    end
    always @(*) begin
        nextCount = count;
        nextState = state;
        case(state)
            ST_ZERO: begin
                if(count < MAX_CYCLES - DUTY_CYCLE - 1) begin
                    nextCount = count + 1;
                end
                else begin 
                    nextCount = 0;
                    nextState = ST_ONE;
                end
            end
            ST_ONE: begin
                if(count < DUTY_CYCLE - 1) begin
                    nextCount = count + 1;
                end
                else begin 
                    nextCount = 0;
                    nextState = ST_ZERO;
                end
            end
        endcase
    end
endmodule
```
**run.sh**
```bash
#!/bin/bash
# OpenROAD 26Q1-2900-gdf79404cd8, Yosys 0.63+post, stock flow scripts
make -C /OpenROAD-flow-scripts/flow DESIGN_CONFIG=/design/flow/config.mk WORK_HOME=/design/flow/orfs finish
```
**config.mk**
```make
export PLATFORM = sky130hd
export DESIGN_NAME = pwm
export DESIGN_NICKNAME = pwm
export VERILOG_FILES = /design/flow/design.v
export SDC_FILE = /design/flow/constraint.sdc
export NUM_CORES = 4
export LEC_CHECK = 1
export CORE_AREA = 10 10 102 102
export DIE_AREA = 0 0 112 112
```
**constraint.sdc**
```tcl
current_design pwm

set clk_period 3.2
set clk_io_pct 0.2

create_clock -name clk0 -period $clk_period [get_ports {clk}]

set non_clock_inputs [all_inputs -no_clocks]
set_input_delay [expr $clk_period * $clk_io_pct] -clock clk0 $non_clock_inputs
set_output_delay [expr $clk_period * $clk_io_pct] -clock clk0 [all_outputs]
```
==> highlights.md <==
• 764 um — half-perimeter wire length of the detailed placement result
• 0 ns — final-layout setup total negative slack
• false — unrepaired setup endpoints after global routing
• 65 — Cells after Synth
• 0 — Final Hold Viols
• 573 MHz — achievable clock frequency
• signal — capturing element of the worst setup path
• 79.8% — Seq share, synth
• 0.06 ns — clock edge transition at the registers on the reported setup and hold paths
• 36 — drt initial violations
• 0 — number of nets with antenna violations after routing
• sky130_fd_sc_hd__clkbuf_8 — cell at the root of the clock tree
• state — Crit Reg-Reg Endpoint
• clkdlybuf4s50_1 — crit-path cells
• 0 — total grt overflow
• 33 — FP Rows
• 3.39% — XOR Share, Synth
• 3.19% — met2 usage
• 2 — Clock Path Buffers
• 836 uW — Overall Power
• flip-flop to flip-flop — hold crit path type
• yes — clock tree from TritonCTS
• 2 — number of port buffers
• 2140 um — wire length of the first global-routing pass
• 483 — total number of vias
• 0.26 ns — Skew-Pair Late Insertion Delay
• 2 — highest fanout seen on the critical path
• 112 um — height of the die
• 2 — number of iterations in the first detailed-routing pass
• 0 — number of endpoints failing setup at the final stage
• 10.9% — simple-gate share of the synthesized area
• completed — status
• 0.00199 ns — maximum clock skew at final layout
• flip-flop to output pin — critical setup path kind
• 1.97% — gr usage total
• 12.6% — effective utilization at floorplan
• 112 um — Die Span X
• 26 — count of warning messages emitted by the tools
• 54.5% — period utilization
• 0.869% — met3 Usage GRT
• 0 — buffers inserted by post-CTS timing repair
• 0 — Max-Cap Viols
• 0.47 ns — maximum cell stage delay along the critical path
• 0 — initial antenna violation count
• 1030 um^2 — area figure in the yosys stat output
• 11.9% — fraction of final layout cells sized beyond drive strength 1
• 15.9 um^2 — per-instance average area after synthesis
• 5 — CTS buffer count
• 1.69% — area share of and-or/or-and cells after synthesis
• 0.000320 V — maximum vdd ir drop
• 33 — Clock Sink Count
• 596 nW/um^2 — total power per unit cell area
• 0.000616 uW — leakage power summed over all cells
• 879 — Layout fillers
• 35.7% — signed area change from the synthesized netlist to the final layout
• 34 — maximum number of pins on one net before global-route repair
• 2.42% — FA/HA/MAJ Cells, Area Fraction
• 65 — cell count listed in synth_stat.txt
• 0 — Max Slew Vio Count
• 2.56 ns — Data required, critical path
• 0 — drt drc
• 0 — hold bufs inserted after CTS
• 0% — portion of netlist area occupied by mux cells
• 1 — logic depth of the worst setup path including buffers
• 0.678 — Final GP Congestion
• 2 — depth of the CTS H-tree
• 1 — Synthesis Warnings
• simple AND/OR/NAND/NOR gates — Top logic family
• 1030 um^2 — synthesized area
• 15 — Distinct lib cells used
• state — startpoint of the worst setup timing path
• met2 — layer with the highest usage after global routing
• 0 — diode insertion count for antenna repair
• 1 — count of buffer and inverter cells on the critical path
• output pin — critical path capture point type
• 3 — count of boundary I/O pins
• 1130 um — final WL
• 526 — number of global-route vias before repair
• 0 — number of cells upsized or downsized after cts
• 1.11 ns — critical path data arrival time
• 8220 um^2 — core footprint
• 1.68 ns — R2R setup slack
• 288 um^2 — Comb area
• 2.34 — vias per cell
• 4 — worst r2r path cells
• sky130_fd_sc_hd__clkdlybuf4s50_1 — Crit-path slowest cell
• 12,500 um^2 — area enclosed by the die boundary
• 2.40% — met1 Track Usage GR
• 1.75 ns — Final min period
• 5.46 um — Wirelength per Cell
• count[18] — r2r startpoint
• flip-flop — element type at the critical path start
• buffers and inverters — kind of cell adding the most delay to the critical path
• 33 — Yosys reg bits
• 826 um^2 — register area
-- state kept, by name, summed over array words and instances, names as in the netlist --
name	cells
count	32
state	1
-- through the flow --
| stage | worst slack [ns] | cell area [um^2] | utilization (%) | instances | hold WS, ns |
|---|---|---|---|---|---|
| 4_1_cts | 1.43 | 1400 | 17.1 | 206 | 0.475 |
| 2_1_floorplan | 1.81 | 1130 | - | 90 | 0.420 |
| 5_1_grt | 1.40 | 1400 | 17.1 | 206 | 0.496 |
| 3_3_place_gp | 1.69 | 1290 | 15.7 | 198 | 0.480 |
| 6_report | 1.45 | 1400 | 17.1 | 206 | 0.472 |
| 3_5_place_dp | 1.68 | 1290 | 15.7 | 198 | 0.468 |
-- report_power, final --
part	switching, uW	leakage, uW	internal [uW]
registers	5.46	0.000401	434
clock network	128	0.0000585	253
logic	11.6	0.000156	3.50
-- layout by cell type (no fill, tap or decap) --
cell type / n
sky130_fd_sc_hd__dfrtp_1: 33
sky130_fd_sc_hd__inv_1: 4
sky130_fd_sc_hd__nand3_1: 2
sky130_fd_sc_hd__xor2_1: 2
sky130_fd_sc_hd__buf_4: 1
sky130_fd_sc_hd__ha_1: 2
sky130_fd_sc_hd__nand2_1: 1
sky130_fd_sc_hd__nor4_2: 3
sky130_fd_sc_hd__nor2_1: 8
sky130_fd_sc_hd__nand4_1: 1
sky130_fd_sc_hd__a311o_2: 1
sky130_fd_sc_hd__clkbuf_8: 6
sky130_fd_sc_hd__clkdlybuf4s50_1: 2
sky130_fd_sc_hd__a31oi_1: 1
sky130_fd_sc_hd__and3_1: 1
sky130_fd_sc_hd__nor4_1: 3
sky130_fd_sc_hd__clkbuf_1: 1
sky130_fd_sc_hd__bufinv_16: 1
sky130_fd_sc_hd__xnor2_1: 2
sky130_fd_sc_hd__conb_1: 26
-- metal layers --
metal	up-vias	share of wire, %
li1	256	-
met1	224	46
met2	3	50
met3	0	4.5
met4	0	0
met5	-	0
-- cell usage after synthesis, drive strengths merged --
master	n	area [um^2]
and3	1	6.26
nor2	8	30.0
xnor2	2	17.5
a311o	1	11.3
inv	4	15.0
a31oi	1	6.26
nand2	1	3.75
ha	2	25.0
dfrtp	33	826
nor4	6	56.3
nand4	1	6.26
conb	1	3.75
xor2	2	17.5
nand3	2	10.0
-- worst min-delay path by stage --
stage	from	cells after the start	to
final	count[0]	1	count[0]
after global routing	count[0]	1	count[0]
after CTS	count[0]	1	count[0]
-- logic make-up (layout without fill, tap and decap cells) --
group,count (synthesis),after routing
other,1,26
buffers and inverters,4,15
AOI/OAI and AO/OA,2,2
xor gates and xnor gates,4,4
adders and majority gates,2,2
and+or+nand+nor,19,19
DFF,33,33
-- layout make-up --
cell class,count,share of cell area [%]
inverters,4,1.07
clock inverters,1,2.14
multi-input cells,53,20.5
well taps,105,9.36
flip-flops and latches,33,58.8
repair buffers,3,1.96
clock buffers,7,6.15
Power figures rest on the tool's default switching activity, not on a simulated workload.
