### flow/run.sh
#!/bin/bash
# OpenROAD 26Q1-2900-gdf79404cd8, Yosys 0.63+post, stock flow scripts
make -C /OpenROAD-flow-scripts/flow DESIGN_CONFIG=/design/flow/config.mk WORK_HOME=/design/flow/orfs finish
### flow/config.mk
export PLATFORM = sky130hd
export DESIGN_NAME = piso
export DESIGN_NICKNAME = piso
export VERILOG_FILES = /design/flow/design.v
export SDC_FILE = /design/flow/constraint.sdc
export NUM_CORES = 4
export LEC_CHECK = 1
export CORE_AREA = 10 10 70 70
export DIE_AREA = 0 0 80 80
### flow/constraint.sdc
current_design piso

set clk_period 1.0
set clk_io_pct 0.2

create_clock -name clk0 -period $clk_period [get_ports {clk}]

set non_clock_inputs [all_inputs -no_clocks]
set_input_delay [expr $clk_period * $clk_io_pct] -clock clk0 $non_clock_inputs
set_output_delay [expr $clk_period * $clk_io_pct] -clock clk0 [all_outputs]
### flow/design.v
`timescale 1ns / 1ps
module piso(
    input clk, load,
    input [7:0] data,
    output reg value
);
    reg [7:0] temp;
    always @(posedge clk) begin
        if(load) begin
            temp <= data;     
            value <= 1'b0;   
        end
        else begin
            value <= temp[0];
            temp <= temp >> 1;
            temp[7] <= 1'b1;
        end
    end
endmodule
==> flow_summary.yaml <==
# yosys + openroad results
status:
  status: "finished clean"
critical_path:
  r2r-end: "temp[3]$_DFF_P_"
  critPathSlowestCell: "dfxtp_1"
  path_cells: "clkdlybuf4s15_1"
  cpPeakStageDelay_ps: 300
  critical_path_class: "reg -> out"
  worst-path-buf-inv: 1
  end_kind: "output pin"
  timing.rr.start: "temp[4]$_DFF_P_"
  worst-r2r-cell-count: 1
  cp_max_fo: 1
  critPathLaunchType: "flop"
  path_delay_family: "flip-flops"
  ff2ff_setup_slack_ps: 320
  cp.required_ps: 800
  worstPathArrival_ps: 730
synth:
  syn_area_sq_um: 309
  yosys_warnings: 1
  syn_inst: 19
  ys_sh_aoi_pct: 0
  yosys.cell_types.count: 5
  yosysTopAreaCell: "dfxtp_1"
  ys_sh_adder_pct: 0
  xor_share_pct: 0
  ys_top_logic_family: "multiplexers"
  simple_gate_share_pct: 4.05
  synth_flops: 9
  synthMuxAreaShare_pct: 34.0
  synth_chip_area_sq_um: 309
  ys_cells: 19
  syn_area_per_cell_sq_um: 16.3
  top_cells_by_area: "dfxtp_1 58%, mux2_4 34%, buf_6 3.6%, nand2b_1 2.0%, nor2b_1 2.0%"
  top_cell_area_share_pct: 58.3
  ys_seq_share_pct: 58.3
detailed_routing:
  drt-initial-drc-count: 3
  ant_nets: 0
  vias: 188
  drc: 0
  wirelength_um: 684
  dr.pass1.iters: 2
  wl_per_cell_um: 8.55
  diodes: 0
  vias_per_cell: 2.35
final_layout:
  regArea_sq_um: 180
  comb_area_sq_um: 118
  syn_to_final_growth_pct: 71.3
  final_cell_mix: "9 x dfxtp_1, 8 x clkdlybuf4s50_1, 7 x mux2_4"
  lay_top_count: "dfxtp_1"
  nFillCells: 392
  drive_gt1_share_pct: 35.3
power:
  seqPwrFrac_pct: 50.2
  power_uw: 796
  peakVddDrop_uv: 600
  switching_share_pct: 19.9
  power_density_nw_per_um2: 1500
  total_leakage_power_uw: 0.000223
  p_clk_share_pct: 35.0
  internal_power_uw: 637
  switching_power_uw: 158
  p_comb_share_pct: 14.8
final_timing:
  worst_pin_slew_ps: 235
  holdWs_ps: 398
  relSlewSlack_pct: 84.3
  post-route-min-period_ps: 930
  fmax_ghz: 1.07
  finalClockPeriodUsage_pct: 93.0
  rsz0062_at_grt: "no"
  slew_viol_final: 0
  setup_viol: 0
  skew_ps: 2.97
  hold_viol_final: 0
global_routing:
  grt_max_degree: 10
  grt_pass1_wl_um: 966
  grt_pass1_vias: 205
  grt_usage_pct: 2.02
  grt.overflow.total: 0
  antenna_found_initial: 0
min_path:
  worstHoldPathCells: 3
  hold_class: "in -> reg"
  holdPathEnd: "temp[7]$_SDFF_PN1_"
  hold_start: "load"
clock_tree:
  clkLatencyLatePin_ps: 260
  cts_made_buffers: 3
  clock-root-buffer: "clkbuf_4"
  cts.sinks: 9
  htreeDepth: 1
  cts_tree: "built"
  ctsLongestPathBuffers: 2
  hold_buffers: 0
  clk_pin_slew_ps: 60
floorplan:
  die.size.y_um: 80
  floorplanUtilization_pct: 9.05
  ioPinCount: 11
  die_x_um: 80
  core_sq_um: 3420
  rows: 21
  die_area_sq_um: 6400
run:
  warnings: 25
  max_cap_viol_count: 0
placement:
  portBuffers: 10
  place_congestion: 0.634
-- through the flow --
stage	cells	instance area, sq um	util [%]	setup slack [ps]	TNS [ps]
after floorplan	19	309	-	263	0
after global placement	75	475	13.9	-260	-1850
after detailed placement	75	475	13.9	-265	-1880
after CTS	79	500	14.7	8.22	0
after global routing	80	529	15.5	29.1	0
final	80	529	15.5	69.7	0
-- final cells by class --
cell class | count | share of cell area (%)
Sequential cell | 9 | 34.0
Timing Repair Buffer | 12 | 27.9
Multi-Input combinational cell | 9 | 22.2
Tap cell | 46 | 10.9
Clock buffer | 4 | 4.96
-- registers in the layout (all words and copies together), names as in the netlist --
signal,flops
temp,8
value,1
-- cells by family after synthesis --
logic type | count (synthesis)
multiplexers | 7
buffers and inverters | 1
AND/OR/NAND/NOR | 2
flip-flops | 9
-- layer usage --
metal	track usage, %	vias up	part of all wire (%)
met3	2.39	2	17
met4	0.352	0	1.3
met5	0	-	0
met1	2.63	79	55
met2	2.01	14	27
li1	-	93	-
-- what timing repair did --
item / CTS / global route
setup endpoints to repair: 1 / 2
resized: 1 / 2
pin swaps: 0 / 0
setup buffers: 0 / 0
gates cloned: 0 / 1
-- synth_stat cells --
cell	number
dfxtp_1	9
mux2_4	7
buf_6	1
nand2b_1	1
nor2b_1	1
-- worst max path at each step --
stage               startpoint              end  slack (ps)  cells after the start
global route  value$_SDFF_PP0_            value          30                      1
CTS                       load  temp[2]$_DFF_P_           8                      3
finish        value$_SDFF_PP0_            value          70                      1
-- power by group through the flow --
stage	clock network [uW]	registers, uW	logic (uW)
4_1_cts	285	399	107
5_1_grt	324	402	125
6_report	279	400	117
Power and IR drop assume default switching activity.
